## /design/flow/run.sh

```bash
#!/bin/bash
# OpenROAD 26Q1-2900-gdf79404cd8, Yosys 0.63+post, stock flow scripts
make -C /OpenROAD-flow-scripts/flow DESIGN_CONFIG=/design/flow/config.mk WORK_HOME=/design/flow/orfs finish
```

## /design/flow/config.mk

```make
export PLATFORM = sky130hd
export DESIGN_NAME = STP
export DESIGN_NICKNAME = STP
export VERILOG_FILES = /design/flow/design.v
export SDC_FILE = /design/flow/constraint.sdc
export NUM_CORES = 4
export LEC_CHECK = 1
export CORE_UTILIZATION = 50
export SYNTH_HDL_FRONTEND = slang
```

## /design/flow/constraint.sdc

```tcl
current_design STP

set clk_period 40.9
set clk_io_pct 0.2

create_clock -name clk0 -period $clk_period

set non_clock_inputs [all_inputs -no_clocks]
set_input_delay [expr $clk_period * $clk_io_pct] -clock clk0 $non_clock_inputs
set_output_delay [expr $clk_period * $clk_io_pct] -clock clk0 [all_outputs]
```

## /design/flow/design.v

```verilog
module STP #(
    parameter int DATA_WIDTH    = 18,   
    parameter int WEIGHT_WIDTH  = 16,   
    parameter int U_BASE        = 64,   
    parameter int U_SCALE_SHIFT = 9,    
    parameter int R_TARGET      = 256   
)(
    input  logic                         pre_spike,
    input  logic signed [DATA_WIDTH-1:0] u_decayed,
    input  logic signed [DATA_WIDTH-1:0] R_decayed,
    input  logic signed [WEIGHT_WIDTH-1:0] weight,    
    output logic signed [DATA_WIDTH-1:0] u_out,
    output logic signed [DATA_WIDTH-1:0] R_out,
    output logic signed [WEIGHT_WIDTH-1:0] efficacy   
);
    logic signed [DATA_WIDTH-1:0] u_next, R_next;
    logic signed [2*DATA_WIDTH-1:0] u_R_product;
    logic signed [DATA_WIDTH-1:0] resource_consumed;
    logic signed [2*DATA_WIDTH-1:0] efficacy_product;
    logic signed [2*DATA_WIDTH+WEIGHT_WIDTH-1:0] full_efficacy;  
    parameter int G_SYN = 1;
    always_comb begin
        u_next = u_decayed;
        R_next = R_decayed;
        if (pre_spike) begin
            if (u_decayed < R_TARGET) begin
                u_next = u_decayed + ((R_TARGET - u_decayed) >>> 2);
            end else begin
                u_next = u_decayed;  
            end
            u_R_product = u_decayed * R_decayed;
            resource_consumed = u_R_product >>> U_SCALE_SHIFT;
            R_next = R_decayed - resource_consumed;
            if (R_next < 0) R_next = 0;  
        end
        efficacy_product = u_next * R_next;
        full_efficacy = weight * efficacy_product;
        efficacy = full_efficacy >>> (2*U_SCALE_SHIFT) <<< G_SYN;
    end
    assign u_out = u_next;
    assign R_out = R_next;
endmodule
```

==> run notes <==
Implementation results. The share of the core area taken by cells at floorplan is 50.9%. Buffers inserted to repair hold after CTS numbered 0. Number of global-route vias before repair landed at 27700. After detailed routing, the total wire length is 87700 um.

The die covers 70000 um^2. Number of remaining DRC errors landed at 0. Largest fanout on the critical path landed at 18. Across all stage logs, warnings added up to 32.

Yosys stat cell total landed at 4002. Total global-route track usage over all layers is 29.0%. Per the run report, area growth between synthesis and finish was 6.38%. Routability congestion estimate from global placement landed at 0.970.

In the layout the commonest cells are inv_1 (1020), fa_1 (866), nand2_1 (526), and2_1 (317), ha_1 (290). Dividing the final minimum period by the clock period gives 91.2%. Count of buffers inserted at the top-level ports landed at 104. Per the timing report, the achievable frequency comes out to 26.8 MHz. STA classifies the critical path endpoint as an output port. Counting distinct cell types in the post-synthesis netlist gives 76.

Summed negative setup slack over all endpoints landed at 0 ns. In the finished layout, the clock tree contains a buffer count of 0. The routed design ends up with an antenna cell count of 0. The floorplan step defined a core boundary enclosing 67800 um^2. First-pass detailed-route iteration total landed at 7. There are 0 flip-flops and latches.

Share of synthesized area spent on multiplexers landed at 0.443%. For hold timing, the worst endpoint is efficacy[15]. Per the repair_timing log after CTS, setup buffers inserted total 0. Setup repair after global routing left no endpoint under its margin. Number of buffers and inverters on the critical path landed at 15. Post-synthesis average cell area landed at 8.61 um^2. Sequential elements use 0% of the synthesized area. Placement row count landed at 95. Number of gates resized after CTS landed at 0.

Post-synthesis compound-gate area fraction landed at 4.97%. By instance count, the cell type seen most on the critical path is fa_1. Chip width landed at 265 um. Worst slack on hold paths landed at 17.76 ns. For this run, the detailed router reports a per-instance via density of 5.13. The critical path is of the in2out type. Final period demand of the worst path landed at 37.28 ns. The longest incremental delay of any stage on the critical path is reported as 0.88 ns.

Number of warnings issued by yosys landed at 0. The detail route stage leaves a number of antenna-violating nets equal to 0. Entering global routing, the biggest net connects 33 pins. STA reports the tightest min-delay check as being of type in2out. Number of antenna violations at the first check in global routing landed at 1. The die is 265 um tall. Number of max-slew violations in the final report landed at 0. Area of the mapped netlist landed at 34500 um^2. The violation tally recorded at the end of detailed-routing iteration 0 is 938. Arithmetic-cell share of the synthesized area counting full adders, half adders and majority gates landed at 60.8%. Summed standard-cell area reported by yosys landed at 34500 um^2. Arrival time at the worst endpoint landed at 29.10 ns. Detailed placement ended at an HPWL of 73100 um. Cell count after placement landed at 4909.

The timing report shows that the slowest cell on the worst path is clkdlybuf4s50_1. The flow ran to the end, and the final reports show no timing, DRC or antenna violations. Utilization after layout landed at 54.1%. First-pass GRT wire length landed at 148000 um. The final report lists a non-filler cell total of 4909.

Overall overflow remaining after global route landed at 0. Looking at the max-slew report, the worst-margin pin has a slew of 0.945 ns. Basic-gate share of the synthesized area counting and, or, nand and nor cells landed at 16.5%. The cell-mix breakdown from Yosys lists the XOR/XNOR area share as 4.27%. Required time of the critical path landed at 32.72 ns. Among cell families on the critical path, the largest total delay comes from adder cells.

The end-of-flow timing check tallies setup violations at 0. Max-cap violations in this run came to 0. Headroom to the max-slew limit came out at 35.2%. Via count landed at 25200. Share of layout cells above drive strength 1 landed at 2.70%. During I/O placement, the number of pins put on the boundary was 105.

The launch point of the worst min-delay path is recorded as weight[0]. The worst setup path is launched from an input port. After technology mapping, the gate count stands at 4002. Counting only logic cells after layout, the most numerous master is inv_1.

Wire length per cell landed at 17.9 um. The report gives the cell count of the worst hold path as 5. In the final layout, flip-flops and latches occupy 0 um^2. Among the non-sequential cells, adder cells take the most area. Per the final timing report, the hold violations number 0.
-- logic make-up after synthesis --
group,Yosys count
adder cells (fa/ha/maj),1156
AND-OR/OR-AND,251
XOR/XNOR,160
AND/OR/NAND/NOR,1226
multiplexers,15
other,1
buffers and inverters,1193
-- cells in the mapped netlist, types with 4 or more instances --
cell type / n / share of area [%]
inv_1: 1020 / 11
xnor2_1: 118 / 3.0
or3_1: 5 / 0.091
o21ai_1: 6 / 0.087
buf_1: 6 / 0.065
o211ai_1: 6 / 0.13
nand4_1: 7 / 0.13
nand3_1: 12 / 0.17
or2_2: 5 / 0.091
a21oi_1: 70 / 1.0
inv_2: 5 / 0.054
clkbuf_1: 148 / 1.6
buf_2: 5 / 0.073
o31a_1: 4 / 0.10
nor3_1: 19 / 0.28
nand2b_1: 25 / 0.45
clkinv_1: 8 / 0.087
a21o_1: 37 / 0.81
mux2i_1: 13 / 0.38
xor2_1: 37 / 0.94
xnor3_1: 4 / 0.26
nor2_1: 268 / 2.9
o21a_1: 18 / 0.39
fa_1: 866 / 50
a22oi_1: 9 / 0.20
nor2b_1: 21 / 0.38
ha_1: 290 / 11
and3_1: 4 / 0.073
o21bai_1: 14 / 0.30
a31oi_1: 7 / 0.13
and2_1: 317 / 5.8
o21ai_0: 26 / 0.38
nand2_1: 526 / 5.7
o31ai_1: 4 / 0.087
a211oi_1: 4 / 0.087
-- cell type report --
type / instances / area, um^2
fillers: 6338 / 31100
multi-input cells: 2809 / 30000
inverters: 1033 / 3880
repair buffers: 194 / 1720
well taps: 873 / 1090
-- per-layer routing --
metal / part of all wire, % / wire length [um] / track usage [%] / up-vias
met1: 43 / 37400 / 43.1 / 12600
met4: 1.5 / 1340 / 4.05 / 4
met2: 46 / 40600 / 44.4 / 814
met3: 9.5 / 8300 / 10.6 / 93
li1: - / - / - / 11700
met5: 0.071 / 62 / 0.832 / -
-- worst max path at each step --
stage,slack (ns),start,to,cells past startpoint
6_report,3.62,R_decayed[3],efficacy[15],79
5_1_grt,2.33,u_decayed[5],efficacy[15],80
4_1_cts,3.57,R_decayed[3],efficacy[15],79
-- per-stage QoR --
step	area [um^2]	worst slack [ns]
floorplan	34500	6.08
global placement	36700	3.81
detailed placement	36700	3.61
CTS	36700	3.57
global route	36700	2.33
finish	36700	3.62

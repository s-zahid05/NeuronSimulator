`design/flow/run.sh`:
```
#!/bin/bash
# OpenROAD 26Q1-2900-gdf79404cd8, Yosys 0.63+post, stock flow scripts
make -C /OpenROAD-flow-scripts/flow DESIGN_CONFIG=/design/flow/config.mk WORK_HOME=/design/flow/orfs finish
```
`design/flow/config.mk`:
```
export PLATFORM = sky130hd
export DESIGN_NAME = stdp_update
export DESIGN_NICKNAME = stdp_update
export VERILOG_FILES = /design/flow/design.v
export SDC_FILE = /design/flow/constraint.sdc
export NUM_CORES = 4
export LEC_CHECK = 1
export CORE_UTILIZATION = 40
```
`design/flow/constraint.sdc`:
```
current_design stdp_update

set clk_period 19.5
set clk_io_pct 0.2

create_clock -name clk0 -period $clk_period

set non_clock_inputs [all_inputs -no_clocks]
set_input_delay [expr $clk_period * $clk_io_pct] -clock clk0 $non_clock_inputs
set_output_delay [expr $clk_period * $clk_io_pct] -clock clk0 [all_outputs]
```
`design/flow/design.v`:
```
module stdp_update #(
    parameter int TRACE_WIDTH = 18,
    parameter int WEIGHT_WIDTH = 32,
    parameter int TAU_PLUS = 16,
    parameter int TAU_MINUS = 32,
    parameter int A2_PLUS_SH = 6,
    parameter int A2_MINUS_SH = 4,
    parameter int MAX_WEIGHT = 1000,
    parameter int MIN_WEIGHT = -1000
)(
    input  logic                           enable,
    input  logic                           stdp_update_trigger,
    input  logic                           pre_spike_edge,
    input  logic                           post_spike_edge,
    input  logic signed [WEIGHT_WIDTH-1:0] weight_in,
    input  logic signed [TRACE_WIDTH-1:0]  r1_in,
    input  logic signed [TRACE_WIDTH-1:0]  o1_in,
    output logic signed [WEIGHT_WIDTH-1:0] weight_out,
    output logic signed [TRACE_WIDTH-1:0]  r1_out,
    output logic signed [TRACE_WIDTH-1:0]  o1_out
);
    localparam logic signed [TRACE_WIDTH-1:0] TRACE_INIT_VAL = 18'd256;
    logic signed [TRACE_WIDTH-1:0] r1_next, o1_next;
    logic signed [WEIGHT_WIDTH-1:0] weight_next;
    logic signed [WEIGHT_WIDTH-1:0] weight_delta;
    logic signed [WEIGHT_WIDTH-1:0] ltp_amount, ltd_amount;
    logic weight_changed;
    always_comb begin
        r1_next = r1_in;
        o1_next = o1_in;
        weight_next = weight_in;
        weight_delta = 0;
        ltp_amount = 0;
        ltd_amount = 0;
        weight_changed = 0;
        if (enable && stdp_update_trigger) begin
            if (r1_in > 0) begin
                r1_next = r1_in - (r1_in >>> $clog2(TAU_PLUS));
            end else if (r1_in < 0) begin
                r1_next = r1_in + ((-r1_in) >>> $clog2(TAU_PLUS));
            end
            if (o1_in > 0) begin
                o1_next = o1_in - (o1_in >>> $clog2(TAU_MINUS));
            end else if (o1_in < 0) begin
                o1_next = o1_in + ((-o1_in) >>> $clog2(TAU_MINUS));
            end
            ltp_amount = (r1_in >>> A2_PLUS_SH);    
            ltd_amount = (o1_in >>> A2_MINUS_SH);   
            if (pre_spike_edge) begin
                r1_next = TRACE_INIT_VAL;  
                if (o1_in > 0) begin
                    weight_delta = -ltd_amount;
                    weight_next = weight_in + weight_delta;
                    weight_changed = 1;
                end
            end
            if (post_spike_edge) begin
                o1_next = TRACE_INIT_VAL; 
                if (r1_in > 0) begin
                    weight_delta = ltp_amount;
                    weight_next = weight_in + weight_delta;
                    weight_changed = 1;
                end
            end
            if (pre_spike_edge && post_spike_edge) begin
                weight_delta = ltp_amount; 
                weight_next = weight_in + weight_delta;
                weight_changed = 1;
                r1_next = TRACE_INIT_VAL;
                o1_next = TRACE_INIT_VAL;
            end
        end
        if (weight_next > MAX_WEIGHT) begin
            weight_next = MAX_WEIGHT;
        end else if (weight_next < MIN_WEIGHT) begin
            weight_next = MIN_WEIGHT;
        end
        if (r1_next < 0) r1_next = 0;
        if (o1_next < 0) o1_next = 0;
    end
    assign weight_out = weight_next;
    assign r1_out = r1_next;
    assign o1_out = o1_next;
endmodule
```
==> run notes <==
Notes on the flow run.

- Yosys attributes the largest share of cell area to ha_1 19%, a21oi_1 8.1%, xnor2_1 7.5%.
- The layout has 2151 filler cells.
- The report shows a maximum critical-path fanout of 20.
- The synthesized instance count is 1318.
- The first TritonRoute pass finished after 7 iterations.
- The worst-case IR drop observed on VDD is 13.1 µV.
- The number of cells in Yosys stat is 1318, for reference.
- The netlist uses 85 different library cells.
- After synthesis, the most frequently instantiated cells are 146 x nor2_1, 143 x a21oi_1, 132 x ha_1.
- The max-cap check violation count is 0, for reference.
- The detailed-route vias per instance is 6.06, for reference.
- met2 track demand over resource after global routing is 42.9%.
- The placement report lists the number of port buffers as 138.
- The critical path endpoint has a required time of 15.60 ns.
- The first global-routing pass estimated 50500 µm of wire.
- The switching power total is 188 µW, for reference.
- The share of the core area taken by cells at floorplan is 41.3%.
- The fraction of layout cells with a size suffix above 1 is 3.22%, for reference.
- The met1 track utilization from global routing is 44.8%, for reference.
- After layout, the minimum clock period comes to 14.41 ns.
- The number of buffers inserted for hold repair after clock tree synthesis is 0, for reference.
- The remaining global-route overflow is 0, for reference.
- The synthesized area divided by synthesized cell count is 6.67 µm², for reference.
- Per the detail_route report, routed wire per instance is 18.9 µm.
- The tightest min-delay check is of the in -> out type.
- The critical path launch point type is an input port, for reference.
- The post-CTS setup buffer count is 0, for reference.
- The count of boundary I/O pins is 140, for reference.
- The OpenROAD report gives the critical path a data arrival time of 10.51 ns.
- The layout overhead on the synthesized area is 18.7%, for reference.
- The HPWL after detailed placement is 26100 µm, for reference.
- The sequential fraction of design power is 0%, for reference.
- Setup slack on the worst path after placement came out at 5.14 ns.
- The relative contribution of the clock network to total power is 0%, for reference.
- Setup repair after global routing left no endpoint under its margin.
- The final report lists the setup-violating endpoint count as 0.
- The total negative slack for setup checks is 0 ns, for reference.
- The area enclosed by the die boundary is 22600 µm², for reference.
- The tool warning count for the run is 34.
- The post-synthesis cell type with the largest combined area is ha_1, for reference.
- The combinational power share is 100.0%, for reference.
- In this run the standard cell core region covers 21300 µm².
- In the final layout, the clock buffer count is 0.
- The power per standard cell area is 32.5 nW/µm², for reference.
- The layer flagged by global routing as most heavily used is met1.
- For this block, the via count after detailed routing is 10.3k.
- The report gives the cell count of the worst hold path as 5.
- The die is 150 µm tall.
- Summed over all cells, the static leakage comes to 4.36 nW.
- According to the floorplan log, the row count is 53.
- The warning tally printed by Yosys for this design is 1.
- The maximum number of pins on one net before global-route repair is 43, for reference.
- The critical path in the final layout is reported with a setup slack of 5.09 ns.
- The number of antenna violations at the first check in global routing is 0, for reference.
- The number of antenna diodes is 0, for reference.
- Per the breakdown, switching nets consume 55.5% of all power.
- The DRC violation total left in the routed layout is recorded as 0.
- Sequential cells were found to cover 0% of the synthesized design area.
- The transition time at the pin with the least slew margin is 0.850 ns, for reference.
- The number of max-slew violations in the final report is 0, for reference.
- Hold-check failures listed in the final report amount to 0.
- The die width is 150 µm, for reference.
- Detailed-route iteration 0 reported a violation count of 658.
- STA classifies the critical path endpoint as a primary output.
- The number of gates resized after CTS was 0.
- Based on the critical path, the design can be clocked at up to 69.4 MHz.
- The summed instance area of the synthesized netlist is 8790 µm², for reference.
- In this run the tightest slew margin relative to its limit is 43.3%.
- The number of global-route vias before repair was 9276.
- The final weighted congestion recorded by global placement is 0.967.
- The global-route track usage on met3 is 3.77%, for reference.
- The top-area cell type share of the netlist area is 18.8%, for reference.
- Internal power comes to 151 µW.
- Registers take 0 µm².
- The most frequently used library cell after synthesis is nor2_1.
- The final layout contains routed wiring with a total length of 32100 µm.
- The total track usage is 28.6%, for reference.
- The critical path start-end classification is in -> out, for reference.
- The flow ran to the end, and the final reports show no timing, DRC or antenna violations.
- Sequential cells placed in the final layout were counted as 0.
- The count of nets left with antenna violations once routing finished came out at 0.
- Of the available clock period, the critical path in the final layout requires 73.9%.
- Post-synthesis, Yosys gives the total cell area as 8790 µm².
[metrics by stage]
stage / hold slack (ns) / instances / total power [mW] / instance area [µm²] / util [%]
finish: 8.83 / 1702 / 0.339 / 10400 / 49.0
global route: 8.87 / 1702 / 0.375 / 10400 / 49.0
CTS: 8.82 / 1702 / 0.335 / 10400 / 49.0
detailed placement: 8.82 / 1702 / 0.333 / 10400 / 49.0
global placement: 8.84 / 1702 / 0.335 / 10400 / 49.0
floorplan: 7.87 / 1319 / 0.221 / 8800 / -
[final timing paths]
kind | startpoint | endpoint | slack, ns
worst max-delay path | o1_in[17] | weight_out[15] | 5.09
worst min-delay path | r1_in[17] | r1_out[11] | 8.83
[routing by layer]
metal | routed length [µm] | vias up
met1 | 15700 | 4691
met2 | 13500 | 391
met3 | 2800 | 15
met4 | 118 | 0
met5 | 0 | -
li1 | - | 5209
[worst max-delay path, stage by stage]
cell and delay, ns:
clkdlybuf4s50_1 0.45, buf_4 0.23, clkinv_1 0.51, buf_4 0.42
ha_1 0.23, nor4b_1 0.17, a31oi_4 0.33, nand2_1 0.50
or4_1 0.66, nand3_1 0.10, or2_2 0.12, nand2_1 0.04
or3_1 0.32, or4_1 0.38, or4_1 0.41, ha_1 0.61
inv_1 0.35, a21oi_1 0.24, clkdlybuf4s50_1 0.50
[cell usage in the layout, fill, tap and decap left out, types with 10 or more instances in the layout]
master           count
nor2_1             146
o21ai_0             75
and3_1              15
a211oi_1            21
clkdlybuf4s50_1    137
a21oi_1            142
nand4_1             10
buf_4               14
nand3_1             32
o31ai_1             13
a22oi_1             17
o21a_1              14
a21o_1              36
nor4_1              10
or3_1               14
o21bai_1            12
nor3_1              55
a31oi_1             17
and2_1              18
xnor2_1             75
nand2_1            104
nand2b_1            16
inv_1               64
o211ai_1            18
ha_1               132
xor2_1              41
[power by group through the flow]
stage     Combinational [mW]  Clock, mW  Sequential, mW
6_report               0.339          0               0
5_1_grt                0.375          0               0
4_1_cts                0.335          0               0
[layout make-up]
cell class / instances / area (µm²) / share of cell area (%)
multi-input cells: 1209 / 8370 / 80.1
repair buffers: 152 / 1480 / 14.2
well taps: 275 / 344 / 3.30
inverters: 66 / 248 / 2.37
[kinds of logic after synthesis]
group / synth area share, %
AND-OR/OR-AND: 36.0
buffers and inverters: 5.09
other: 0.0426
AND/OR/NAND/NOR: 26.1
multiplexers: 1.28
XOR/XNOR: 11.6
adder cells (fa/ha/maj): 19.9
Power figures rest on the tool's default switching activity, not on a simulated workload.
